<file path="/design/flow/config.mk">
export PLATFORM = sky130hd
export DESIGN_NAME = dnn_top
export DESIGN_NICKNAME = dnn_top
export VERILOG_FILES = /design/flow/design.v
export SDC_FILE = /design/flow/constraint.sdc
export NUM_CORES = 4
export LEC_CHECK = 1
export CORE_UTILIZATION = 40
</file>
<file path="/design/flow/constraint.sdc">
current_design dnn_top

set clk_period 9.7
set clk_io_pct 0.2

create_clock -name clk0 -period $clk_period [get_ports {clk}]

set non_clock_inputs [all_inputs -no_clocks]
set_input_delay [expr $clk_period * $clk_io_pct] -clock clk0 $non_clock_inputs
set_output_delay [expr $clk_period * $clk_io_pct] -clock clk0 [all_outputs]
</file>
<file path="/design/flow/design.v">
module ReLu(clk, y4, y5, y6, y7, z4, z5, z6, z7);
	input clk;
	input signed[11:0] y4, y5, y6, y7;
	output signed[11:0] z4, z5, z6, z7;
	logic signed[11:0] y4_q, y5_q, y6_q, y7_q;
	assign z4 = (y4_q[11])  ? 'b0 : y4_q;
	assign z5 = (y5_q[11])  ? 'b0 : y5_q;
	assign z6 = (y6_q[11])  ? 'b0 : y6_q;
	assign z7 = (y7_q[11])  ? 'b0 : y7_q;
	always @(posedge clk) begin
		y4_q <= y4;
		y5_q <= y5;
		y6_q <= y6;
		y7_q <= y7;
	end
endmodule
module layer_1(in1, in2, in3, in4,
               w1, w2, w3, w4, out,
			   clk);
	input clk;
	input signed[4:0] in1, in2, in3, in4;		 
	input signed[4:0] w1, w2, w3, w4;			 
	output signed[11:0] out;
	reg signed[4:0] in1_q, in2_q, in3_q, in4_q;  
	reg signed[4:0] w1_q, w2_q, w3_q, w4_q;
	assign out = in1_q*w1_q + in2_q*w2_q + in3_q*w3_q + in4_q*w4_q;
	always @(posedge clk) begin
    in1_q <= in1;
    in2_q <= in2;
    in3_q <= in3;
    in4_q <= in4;
	w1_q <= w1;
    w2_q <= w2;
    w3_q <= w3;
    w4_q <= w4;
    end
endmodule
module layer_2(in1, in2, in3, in4,
               w1, w2, w3, w4, out,
			   clk);
	input clk;
	input signed[11:0] in1, in2, in3, in4;			 
	input signed[4:0] w1, w2, w3, w4;				 
	output signed[16:0] out;
	reg signed[11:0] in1_q, in2_q, in3_q, in4_q;	 
	reg signed[11:0] w1_q, w2_q, w3_q, w4_q;
	assign out = in1_q*w1_q + in2_q*w2_q + in3_q*w3_q + in4_q*w4_q;
	always @(posedge clk) begin
    in1_q <= in1;
    in2_q <= in2;
    in3_q <= in3;
    in4_q <= in4;
    w1_q <= w1;
    w2_q <= w2;
    w3_q <= w3;
    w4_q <= w4;
    end
endmodule
module dnn_top(clk, x0, x1, x2, x3, in_ready, 
			  w04, w05, w06, w07, 
			  w14, w15, w16, w17, 
			  w24, w25, w26, w27, 
			  w34, w35, w36, w37, 
			  w48, w58, w68, w78, 
			  w49, w59, w69, w79, 
			  out0, out1, out10_ready, 
			  out11_ready, 
			  z4, z5, z6, z7, 
			  a4, a5, a6, a7);
input signed[6:0] x0, x1, x2, x3;
input clk, in_ready;
input signed[4:0] w04, w14, w24, w34;
input signed[4:0] w05, w15, w25, w35;
input signed[4:0] w06, w16, w26, w36;
input signed[4:0] w07, w17, w27, w37;
input signed[4:0] w48, w58, w68, w78;
input signed[4:0] w49, w59, w69, w79;
output signed[20:0] out0, out1;
output out10_ready, out11_ready;
logic signed[20:0] y4, y5, y6, y7;
output signed[12:0] z4, z5, z6, z7;
input signed[14:0] a4, a5, a6, a7;
logic in_ready1_q, in_ready2_q, in_ready3_q;
logic in_ready1, in_ready2;
layer_1 node_4(.clk(clk), .in1(x0), .in2(x1), .in3(x2), .in4(x3), .w1(w04), .w2(w14), .w3(w24), .w4(w34), .out(y4));
layer_1 node_5(.clk(clk), .in1(x0), .in2(x1), .in3(x2), .in4(x3), .w1(w05), .w2(w15), .w3(w25), .w4(w35), .out(y5));
layer_1 node_6(.clk(clk), .in1(x0), .in2(x1), .in3(x2), .in4(x3), .w1(w06), .w2(w16), .w3(w26), .w4(w36), .out(y6));
layer_1 node_7(.clk(clk), .in1(x0), .in2(x1), .in3(x2), .in4(x3), .w1(w07), .w2(w17), .w3(w27), .w4(w37), .out(y7));
always @(posedge clk) begin
    in_ready1_q <= in_ready;
end
assign in_ready1 = in_ready1_q;
ReLu R1(.clk(clk), .y4(y4), .y5(y5), .y6(y6), .y7(y7), .z4(z4), .z5(z5), .z6(z6), .z7(z7));
layer_2 out_node_0(.clk(clk), .in1(a4), .in2(a5), .in3(a6), .in4(a7), .w1(w48), .w2(w58), .w3(w68), .w4(w78), .out(out0));
layer_2 out_node_1(.clk(clk), .in1(a4), .in2(a5), .in3(a6), .in4(a7), .w1(w49), .w2(w59), .w3(w69), .w4(w79), .out(out1));
always @(posedge clk) begin
    in_ready2_q <= in_ready1;
end
assign in_ready2 = in_ready2_q;
always @(posedge clk) begin
    in_ready3_q <= in_ready2;
end
assign out10_ready = in_ready3_q;
assign out11_ready = in_ready3_q;
endmodule
</file>
<file path="/design/flow/run.sh">
#!/bin/bash
# OpenROAD 26Q1-2900-gdf79404cd8, Yosys 0.63+post, stock flow scripts
make -C /OpenROAD-flow-scripts/flow DESIGN_CONFIG=/design/flow/config.mk WORK_HOME=/design/flow/orfs finish
</file>
==> GITHUB_STEP_SUMMARY <==
## Synthesis and layout report

| Metric | Value |
|---|---|
| Status | `finished clean` |
| AND/OR/NAND/NOR Cells, Area Fraction | `0.134` |
| H-tree depth | `2` |
| Die ar. | `0.105 mm^2` |
| Tot GR Track Use | `0.197` |
| Clk sinks | `239` |
| Reg clk slew, reported paths | `0.06 ns` |
| Floorplan-stage core utilization | `0.405` |
| Crit. End Element | `primary output` |
| Dominant Register Cell | `dfxtp_1` |
| Max Transition Viols Final | `0` |
| XOR Share, Synth | `0.0563` |
| Die W | `324 um` |
| Placer congestion estimate | `0.865` |
| First-pass GRT wire length | `151 mm` |
| Total CTS buffers | `37` |
| Avg WL per Cell | `15.1 um` |
| Maximum Capacitance Violations | `0` |
| Fmax | `107 MHz` |
| FFs w/ async S/R, synth | `0` |
| Clock root buffer | `clkbuf_16` |
| Min Tclk post-route | `9.36 ns` |
| Layout cells sized above 1 | `0.0316` |
| Final TNS setup | `0 ns` |
| Flop area | `0.00483 mm^2` |
| Slew @ Worst Pin | `0.636 ns` |
| Post-synthesis cell type count | `50` |
| Main logic family | `adder cells` |
| CP arrival | `7.42 ns` |
| Vias in the first global route | `28,887` |
| Area growth from synthesis to layout | `13.3%` |
| CP peak stage delay | `0.67 ns` |
| Drt first pass iters | `5` |
| Post-synthesis sequential area ratio | `0.116` |
| Adder Area Share | `0.535` |
| Fin Clk Skew | `0.0169 ns` |
| Worst-path maximum fanout | `10` |
| Final wirelength | `90.7 mm` |
| Yosys Chip Area | `0.0414 mm^2` |
| Core ar. | `0.102 mm^2` |
| # fillers | `9,724` |
| Flops after synth | `239` |
| Top-Level Pins | `306` |
| Core Rows | `117` |
| Mux share | `0.00151` |
| DRC Markers | `0` |
| Die Ht | `324 um` |
| Top cell by count, worst path | `fa_1` |
| Post-synth EDFFs | `0` |
| Routed Antenna Nets | `0` |
| Post-DP HPWL | `77.0 mm` |
| Yosys stat cell total | `4,380` |
| Mapped Cells | `4,380` |
| Avg Cell Area, Syn | `9.45 um^2` |
| Via Count | `27,045` |
| Startpoint types | `register` |
| Clock buffer depth | `3` |
| WS Path Type | `reg2out` |
| Yosys warns | `42` |
| Largest net degree at the start of global routing | `21` |
| Post-layout period usage | `0.965` |
| Critical-path cell list | `nand2_1 -> fa_1 -> inv_1 -> fa_1 -> fa_1 -> fa_1 -> fa_1 -> fa_1 -> inv_1 -> fa_1 -> inv_1 -> ha_1 -> a21o_1 -> o41ai_2 -> o21ai_1 -> o41ai_2 -> xnor2_2 -> clkdlybuf4s50_1` |
| Final hold vios | `0` |
| Port bufs | `277` |
| Overflow after GRT | `0` |
| Final Worst Setup Slack | `0.344 ns` |
| Cell area after synthesis | `0.0414 mm^2` |
| Finish-stage setup viols | `0` |
| Comb area | `0.0318 mm^2` |
| Post-Place Worst Slack | `0.672 ns` |
| CP bufs+invs | `4` |
| RSZ-0062 raised after global routing | `false` |
| Crit-path leading delay family | `adder cells` |
| Worst path slowest cell | `dfxtp_1` |
| Late-Pin Clk Latency | `0.59 ns` |
| Slew headroom | `0.573` |
| Initial antenna violation count | `5` |
| OpenROAD warning count | `55` |
| DR iter-0 viols | `743` |
| Aoi share | `0.0393` |
| TritonCTS clock tree | `done` |
| Via density | `4.51` |
| Hold Crit Class | `reg2reg` |
| Final Util | `0.459` |
| Worst Path Required | `7.76 ns` |
-- placed cells by master (no fill, tap or decap), types with 38 or more instances in the layout --
master           Yosys  layout
clkdlybuf4s50_1      0     277
nor2_1              98      98
o21ai_0             39      38
fa_1               830     830
xnor2_1            240     239
o21bai_1            41      41
nand2b_1            70      70
a21oi_1            104     104
and2_1             424     424
inv_1             1148    1148
dfxtp_1            239     202
nor2b_1             96      96
nand2_1            313     313
ha_1               442     442
-- cell families after synthesis --
family          count (synthesis)
other cells                     1
mux                             6
buf+inv                      1287
flops                         239
compound gates                260
fa+ha+maj                    1272
xor+xnor                      266
simple gates                 1049
-- cells in the mapped netlist (all sizes together), types with 4 or more instances --
cell type     n  area (um^2)
inv        1148         4310
a21boi        4         30.0
nand4         6         37.5
o21bai       41          308
nand2b       70          438
buf          18          131
clkbuf      120          450
nand2       313         1170
nor2         98          368
a21oi       105          529
xnor2       240         2100
mux2i         4         40.0
fa          830        16600
o21ai        46          234
o311ai        6         52.6
ha          442         5530
and2        424         2650
nor2b        96          601
xor2         26          228
dfxtp       239         4780
or4           6         45.0
a21o         35          263
nor3          9         45.0
nor3b         5         37.5
and3          5         31.3
nand3         9         45.0
o21a          6         45.0
a31oi         4         25.0
-- through the flow --
| stage | hold slack [ns] | cell area (um^2) | cells |
|---|---|---|---|
| after floorplan | 0.310 | 41400 | 4387 |
| after global placement | 0.311 | 45500 | 5924 |
| after detailed placement | 0.312 | 45500 | 5924 |
| after CTS | 0.326 | 46800 | 5990 |
| after global routing | 0.336 | 46900 | 5991 |
| final | 0.326 | 46900 | 5992 |
-- worst paths after layout --
kind,startpoint,end,cells after the start,slack (ns)
min reg2reg,in_ready2_q$_DFF_P_,in_ready3_q$_DFF_P_,0,0.33
min,in_ready2_q$_DFF_P_,in_ready3_q$_DFF_P_,0,0.33
max reg2reg,node_7.in4_q[4]$_DFF_P_,R1.y7_q[10]$_DFF_P_,21,3.57
max,out_node_1.in3_q[9]$_DFF_P_,out0[17],18,0.34
-- state kept, by name, summed over array words and instances, names as in the netlist, 12 cells and up --
register          cells
R1.y4_q              12
R1.y5_q              12
R1.y6_q              12
R1.y7_q              12
out_node_1.in1_q     12
out_node_1.in2_q     12
out_node_1.in3_q     12
out_node_1.in4_q     12
-- what timing repair did --
| item | CTS | global route |
|---|---|---|
| pin swaps | 0 | 2 |
| endpoints found under the hold margin | 0 | 0 |
| setup buffers | 0 | 1 |
| gates resized | 4 | 37 |
| hold buffers | 0 | 0 |
| endpoints found under the setup margin | 5 | 11 |
-- cell type report --
cell class              instances  area share
flip-flops and latches        239       0.103
multi-input cells            2861       0.678
clock buffers                  47      0.0225
inverters                    1149      0.0920
diodes                          1   0.0000534
clock inverters                19     0.00424
repair buffers                308      0.0641
well taps                    1368      0.0365
-- layer usage --
| layer | GRT usage | vias to the layer above | wire length (um) |
|---|---|---|---|
| met5 | 0.00694 | - | 123 |
| met1 | 0.281 | 13210 | 38700 |
| met2 | 0.314 | 581 | 43500 |
| met3 | 0.0561 | 82 | 6340 |
| li1 | - | 13166 | - |
| met4 | 0.0346 | 6 | 2110 |
