**run.sh**
```bash
#!/bin/bash
# OpenROAD 26Q1-2900-gdf79404cd8, Yosys 0.63+post, stock flow scripts
make -C /OpenROAD-flow-scripts/flow DESIGN_CONFIG=/design/flow/config.mk WORK_HOME=/design/flow/orfs finish
```
**config.mk**
```make
export PLATFORM = sky130hd
export DESIGN_NAME = top
export DESIGN_NICKNAME = top
export VERILOG_FILES = /design/flow/design.v
export SDC_FILE = /design/flow/constraint.sdc
export NUM_CORES = 4
export LEC_CHECK = 1
export CORE_UTILIZATION = 40
```
**constraint.sdc**
```tcl
current_design top

set clk_period 8.8
set clk_io_pct 0.2

create_clock -name clk0 -period $clk_period [get_ports {clk}]

set non_clock_inputs [all_inputs -no_clocks]
set_input_delay [expr $clk_period * $clk_io_pct] -clock clk0 $non_clock_inputs
set_output_delay [expr $clk_period * $clk_io_pct] -clock clk0 [all_outputs]
```
**design.v**
```verilog
module ReLu(clk, y4, y5, y6, y7, z4, z5, z6, z7);
	input clk;
	input signed[11:0] y4, y5, y6, y7;
	output signed[11:0] z4, z5, z6, z7;
	logic signed[11:0] y4_q, y5_q, y6_q, y7_q;
	assign z4 = (y4_q[11])  ? 'b0 : y4_q;
	assign z5 = (y5_q[11])  ? 'b0 : y5_q;
	assign z6 = (y6_q[11])  ? 'b0 : y6_q;
	assign z7 = (y7_q[11])  ? 'b0 : y7_q;
	always @(posedge clk) begin
		y4_q <= y4;
		y5_q <= y5;
		y6_q <= y6;
		y7_q <= y7;
	end
endmodule
module layer_1(in1, in2, in3, in4,
               w1, w2, w3, w4, out,
			   clk);
	input clk;
	input signed[4:0] in1, in2, in3, in4;		 
	input signed[4:0] w1, w2, w3, w4;			 
	output signed[11:0] out;
	reg signed[4:0] in1_q, in2_q, in3_q, in4_q;  
	reg signed[4:0] w1_q, w2_q, w3_q, w4_q;
	assign out = in1_q*w1_q + in2_q*w2_q + in3_q*w3_q + in4_q*w4_q;
	always @(posedge clk) begin
    in1_q <= in1;
    in2_q <= in2;
    in3_q <= in3;
    in4_q <= in4;
	w1_q <= w1;
    w2_q <= w2;
    w3_q <= w3;
    w4_q <= w4;
    end
endmodule
module layer_2(in1, in2, in3, in4,
               w1, w2, w3, w4, out,
			   clk);
	input clk;
	input signed[11:0] in1, in2, in3, in4;			 
	input signed[4:0] w1, w2, w3, w4;				 
	output signed[16:0] out;
	reg signed[11:0] in1_q, in2_q, in3_q, in4_q;	 
	reg signed[11:0] w1_q, w2_q, w3_q, w4_q;
	assign out = in1_q*w1_q + in2_q*w2_q + in3_q*w3_q + in4_q*w4_q;
	always @(posedge clk) begin
    in1_q <= in1;
    in2_q <= in2;
    in3_q <= in3;
    in4_q <= in4;
    w1_q <= w1;
    w2_q <= w2;
    w3_q <= w3;
    w4_q <= w4;
    end
endmodule
module top (
    x0, x1, x2, x3, 
    w04, w05, w06, w07, 
    w14, w15, w16, w17, 
    w24, w25, w26, w27, 
    w34, w35, w36, w37, 
    w48, w58, w49, w59, 
    w68, w69, w78, w79, 
    out0, out1, 
    in_ready, out10_ready, out11_ready, 
    clk
);
	input signed [4:0]  x0, x1, x2, x3, 			 
						w04, w05, w06, w07, 
						w14, w15, w16, w17, 
						w24, w25, w26, w27, 
						w34, w35, w36, w37, 
						w48, w58, w49, w59, 
						w68, w69, w78, w79;
    input in_ready;
    input clk;
    output logic signed [16:0] out0, out1;   	    
    output logic out10_ready, out11_ready;		    
	logic signed[11:0] y4, y5, y6, y7;
	logic signed[11:0] z4, z5, z6, z7;
	logic in_ready1_q, in_ready2_q, in_ready3_q;
	logic in_ready1, in_ready2;
	layer_1 node_4(.clk(clk), .in1(x0), .in2(x1), .in3(x2), .in4(x3), .w1(w04), .w2(w14), .w3(w24), .w4(w34), .out(y4));
	layer_1 node_5(.clk(clk), .in1(x0), .in2(x1), .in3(x2), .in4(x3), .w1(w05), .w2(w15), .w3(w25), .w4(w35), .out(y5));
	layer_1 node_6(.clk(clk), .in1(x0), .in2(x1), .in3(x2), .in4(x3), .w1(w06), .w2(w16), .w3(w26), .w4(w36), .out(y6));
	layer_1 node_7(.clk(clk), .in1(x0), .in2(x1), .in3(x2), .in4(x3), .w1(w07), .w2(w17), .w3(w27), .w4(w37), .out(y7));
	always @(posedge clk) begin
		in_ready1_q <= in_ready;
	end
	assign in_ready1 = in_ready1_q;
	ReLu R1(.clk(clk), .y4(y4), .y5(y5), .y6(y6), .y7(y7), .z4(z4), .z5(z5), .z6(z6), .z7(z7));
	layer_2 out_node_0(.clk(clk), .in1(z4), .in2(z5), .in3(z6), .in4(z7), .w1(w48), .w2(w58), .w3(w68), .w4(w78), .out(out0));
	layer_2 out_node_1(.clk(clk), .in1(z4), .in2(z5), .in3(z6), .in4(z7), .w1(w49), .w2(w59), .w3(w69), .w4(w79), .out(out1));
	always @(posedge clk) begin
		in_ready2_q <= in_ready1;
	end
	assign in_ready2 = in_ready2_q;
	always @(posedge clk) begin
		in_ready3_q <= in_ready2;
	end
	assign out10_ready = in_ready3_q;
	assign out11_ready = in_ready3_q;
	endmodule
```
==> flow_metrics.tcl <==
# yosys + openroad results
set metrics [dict create \
    reg2reg_depth 19 \
    core_sq_um 96990 \
    antenna_left 0 \
    fin_tns_setup_ps 0 \
    first_pass_iters 27 \
    globalRouteMet1Util_pct 28.16 \
    mostFrequentLayoutCells "inv_1 (1112), fa_1 (755), ha_1 (457), and2_1 (418), nand2_1 (277)" \
    grt.overflow.total 0 \
    critPathTopFamily "adder cells" \
    critPathCaptureType "output port" \
    ys.warnings.count 4 \
    die_y_um 315.4 \
    finalMaxSlewViolations 0 \
    hold_path.class "reg2reg" \
    layout_top_cell "inv_1" \
    critPathLaunch "out_node_1.in4_q[3]$_SDFF_PP0_" \
    avgViaCountPerCell 4.530 \
    arrival_ps 6800 \
    ff_type "dfxtp_1" \
    drc 0 \
    async_reset_ff_share_pct 0 \
    routed_wl_mm 82.77 \
    tightest_slew_ps 773.7 \
    pre_cts_slack_ps 332.8 \
    hpwl_mm 71.27 \
    yosys.area.top_type "fa_1" \
    io_buffers 177 \
    r2r_setup_slack_ps 2790 \
    top_cells_by_area "fa_1 (38%), ha_1 (15%), dfxtp_1 (12%)" \
    fp-utilization_pct 40.51 \
    worst-endpoint-required_ps 7040 \
    netlist_area_sq_um 39290 \
    ys_seq_share_pct 11.97 \
    cts_root_buf "clkbuf_16" \
    final_cell_area_sq_um 43900 \
    grt_pass1_wl_mm 138.9 \
    worstSetupPathType "reg2out" \
    tool_warnings 32 \
    ys_types 56 \
    crit_path_end "out0[11]" \
    vias 25490 \
    synth_flops 235 \
    reg2reg_to "R1.y7_q[11]$_DFF_P_" \
    grt_pass1_vias 26710 \
    gp_congestion 0.8914 \
    skew_ps 10.54 \
    clkTransAtPathRegs_ps 60 \
    yosys-stat-area_sq_um 39290 \
    worst-path-buf-inv 6 \
    cts_buffers 31 \
    grt_use_total_pct 18.77 \
    reg2reg_from "node_7.in3_q[0]$_DFF_P_" \
    outcome "completed" \
    place_area_sq_um 42510 \
    max_stage_delay_ps 570 \
    path_common_cell "fa_1" \
    start_kind "flop" \
    period_used_pct 97.22 \
    busiest_layer "met2" \
    hold_violations 0 \
    yosys.area.top_type_share_pct 38.47 \
    clock_path_buffers 3 \
    gr-usage-met2_pct 29.79 \
    setup_viol 0 \
    cp.depth 19 \
    cts_hold_buf 0 \
    ys_cells 4188 \
    timing.final.ws_setup_ps 244.2 \
    slew_headroom_pct 48.35 \
    grt_max_degree 21 \
    ios 178 \
    wl_per_cell_um 14.71 \
    netlist_instances 4188 \
    synth-edff-count 0 \
    drv_cap 0 \
    antenna_cells 0 \
    crit_fanout 10 \
    cts_tree "yes" \
    period_minus_slack_ps 8556 \
    rsz0062_at_grt "true" \
    antenna_found_initial 0 \
    post_synth.cell_area_avg_sq_um 9.381 \
    drive_above_1_share_pct 4.483 \
    num_rows 114 \
    max_freq_mhz 116.9 \
    drt_iter0_drc 887 \
    use_met3_pct 4.455 \
    clock-sinks 235 \
    chip_area_sq_um 99480 \
    area_delta_synth_final_pct 11.73 \
    htreeDepth 1 \
    clock_latency_ps 610 \
    crit_chain "and2_1 -> fa_1 -> inv_1 -> fa_1 -> inv_1 -> fa_1 -> fa_1 -> fa_1 -> fa_1 -> inv_1 -> fa_1 -> inv_1 -> ha_2 -> nand4_1 -> a31oi_4 -> buf_4 -> a41oi_1 -> xnor2_1 -> clkdlybuf4s50_1" \
    crit_path_top_delay_cell "fa_1" \
    fill_cells 9251 \
    die_w_um 315.4 \
]
[Yosys cell counts, types with 5 or more instances]
cell / number
a21o_1: 30
ha_1: 464
fa_1: 755
o21ai_0: 39
dfxtp_1: 235
nand2b_1: 60
nor2_1: 117
or3_1: 5
nor2b_1: 86
xnor2_1: 224
a21oi_1: 95
o21bai_1: 42
inv_1: 1113
and2_1: 418
clkbuf_1: 112
nor4_1: 7
nor3_1: 13
and3_1: 7
nand2_1: 278
xor2_1: 18
o21a_1: 8
[flip-flops by register name (all words and copies together), names as in the netlist, 11 cells and up]
signal,cells
R1.y5_q,12
R1.y7_q,12
R1.y4_q,12
out_node_1.in2_q,11
out_node_1.in4_q,11
R1.y6_q,12
out_node_1.in1_q,11
out_node_1.in3_q,11
[what timing repair did]
| item | CTS | global route |
|---|---|---|
| pin swaps | 4 | 10 |
| endpoints found under the setup margin | 12 | 12 |
| setup buffers | 1 | 4 |
| resized | 80 | 49 |
[routing by layer]
| metal | part of all wire [%] | up-vias |
|---|---|---|
| met5 | 0 | - |
| met4 | 1.8 | 0 |
| met3 | 6.1 | 69 |
| met2 | 47 | 512 |
| met1 | 45 | 12380 |
| li1 | - | 12530 |
[logic make-up after synthesis]
family,synth area share (%)
adders and majority gates,53.25
DFF,11.97
buffers and inverters,11.74
AOI/OAI and AO/OA,4.105
xor gates and xnor gates,5.395
and+or+nand+nor,13.54
[through the flow]
stage,hold slack (ps),utilization [%],std cells
finish,326.8,45.26,5626
global route,336.7,45.26,5626
CTS,328.8,45.10,5622
detailed placement,312.1,43.83,5566
global placement,311.0,43.83,5566
floorplan,309.6,-,4188
[cell type report]
cell class                 count  area (sq um)  share of cell area, %
multi-input combinational   2725         30060                  68.48
sequential                   235          4871                  11.10
inverter                    1115          4188                  9.540
timing repair buffer         220          2105                  4.794
tap                         1276          1597                  3.637
clock buffer                  40         839.6                  1.912
clock inverter                15         235.2                 0.5358
[worst reg2reg max path: stages, from the launching register on]
cell and delay [ps]:
dfxtp_1 810, nand2b_1 230, fa_1 430, fa_1 490
inv_1 50, fa_1 480, fa_1 420, a21o_1 170
a21oi_1 210, o21bai_1 80, a21oi_1 170, xnor2_1 230
fa_1 550, inv_1 100, fa_1 450, ha_1 220
or2_2 300, or3_1 300, o311ai_0 90, a211oi_1 90
[how the worst min path moves through the flow]
| stage | startpoint | end | depth (start not counted) |
|---|---|---|---|
| final | in_ready2_q$_DFF_P_ | in_ready3_q$_DFF_P_ | 0 |
| after CTS | in_ready2_q$_DFF_P_ | in_ready3_q$_DFF_P_ | 0 |
| after global routing | in_ready1_q$_DFF_P_ | in_ready2_q$_DFF_P_ | 0 |
